==> design.v <==
module add_subtract(output [3:0]S, output Cout, input m, input [3:0]A,input [3:0]B);
wire a,b,c,d,e,f,g,h,i,j,k,l,n,o,p,q;
wire x,y,z,w,B0,B1,B2,B3;
  xor (B0, B[0], m);
  xor (B1, B[1], m);
  xor (B2, B[2], m);
  xor (B3, B[3], m);
  xor (a, A[0], B0);
  xor (S[0], a, m);
  and (b, A[0], B[0]);
  and (c, B[0], m);
  and (d, m, A[0]);
  or (x, b, c, d);
  xor (e, A[1], B1);
  xor (S[1], e, x);
  and (f, A[1], B[1]);
  and (g, B[1], x);
  and (h, x, A[1]);
  or (y, f, g, h);
  xor (i, A[2], B2);
  xor (S[2], i, y);
  and (j, A[2], B[2]);
  and (k, B[2], y);
  and (l, y, A[2]);
  or (z, j, k, l);
  xor (n, A[3], B3);
  xor (S[3], n, z);
  and (o, A[3], B[3]);
  and (p, B[3], z);
  and (q, z, A[3]);
  or (w, o, p, q);
  xor (Cout, w, m);
endmodule
==> run.sh <==
#!/bin/bash
# OpenROAD 26Q1-2900-gdf79404cd8, Yosys 0.63+post, stock flow scripts
make -C /OpenROAD-flow-scripts/flow DESIGN_CONFIG=/design/flow/config.mk WORK_HOME=/design/flow/orfs finish
==> config.mk <==
export PLATFORM = sky130hd
export DESIGN_NAME = add_subtract
export DESIGN_NICKNAME = add_subtract
export VERILOG_FILES = /design/flow/design.v
export SDC_FILE = /design/flow/constraint.sdc
export NUM_CORES = 4
export LEC_CHECK = 1
export CORE_AREA = 10 10 70 70
export DIE_AREA = 0 0 80 80
==> constraint.sdc <==
current_design add_subtract

set clk_period 4.2
set clk_io_pct 0.2

create_clock -name clk0 -period $clk_period

set non_clock_inputs [all_inputs -no_clocks]
set_input_delay [expr $clk_period * $clk_io_pct] -clock clk0 $non_clock_inputs
set_output_delay [expr $clk_period * $clk_io_pct] -clock clk0 [all_outputs]
==> flow_metrics.env <==
# yosys + openroad results
export IMPL_slew_violations=0
export IMPL_routed_wl_um=668
export IMPL_synth_top_cell_by_count="xnor2_1"
export IMPL_rsz0062_at_grt="false"
export IMPL_top_area_cell="xnor2_1"
export IMPL_gp_congestion=0.647
export IMPL_via_per_inst=2.56
export IMPL_synthTopCellsByArea="xnor2_1 38%, ha_1 6.8%, or2_2 6.8%"
export IMPL_antenna_found_initial=0
export IMPL_setup_viol=0
export IMPL_pwr_share_seq=0
export IMPL_drt_first_iter_violations=4
export IMPL_final_cell_count_no_fill=86
export IMPL_finalInstanceArea_um2=380
export IMPL_synth_top_area_share=0.384
export IMPL_grt_pass1_wl_um=1040
export IMPL_critPathKind="in2out"
export IMPL_worst_slew_pin_slew_ns=0.344
export IMPL_final_util=0.111
export IMPL_crit_path_start_kind="input pin"
export IMPL_first_global_vias=208
export IMPL_firstDrtPassIters=4
export IMPL_post_place_ws_ns=0.495
export IMPL_cp_arrival_ns=2.84
export IMPL_period_used=0.877
export IMPL_synth_cell_types=14
export IMPL_holdBufCountCts=0
export IMPL_synth_avg_cell_area_um2=7.03
export IMPL_p_clk_frac=0
export IMPL_vias=220
export IMPL_grt_overflow=0
export IMPL_dpl_cell_count=86
export IMPL_p_switching_mw=0.0161
export IMPL_timing_fmax_ghz=0.271
export IMPL_drc=0
export IMPL_maxCapViolCount=0
export IMPL_cts_resized_gates=0
export IMPL_fp_util=0.0535
export IMPL_die_width_um=80
export IMPL_ff_latch_area_um2=0
export IMPL_status="finished clean"
export IMPL_tns_ns=0
export IMPL_synth_area_um2=183
export IMPL_worstPathRequired_ns=3.36
export IMPL_hp_class="in2out"
export IMPL_power_frac_comb=1.000
export IMPL_ir_worst_vdd_uv=12.6
export IMPL_port_buffers=14
export IMPL_placed_area_um2=380
export IMPL_internal_power_mw=0.0346
export IMPL_drive_gt1_frac=0.0500
export IMPL_netlist_top_cells_count="8 x xnor2_1, 3 x inv_1, 2 x a21oi_1, 2 x nor2_1, 2 x or2_2"
export IMPL_core_area_um2=3420
export IMPL_setup_slack_ns=0.517
export IMPL_maxSlewHeadroom=0.771
export IMPL_ys_cells=26
export IMPL_p_total_mw=0.0507
export IMPL_period_minus_slack_ns=3.68
export IMPL_num_rows=21
export IMPL_nClkBuffers=0
export IMPL_flops=0
export IMPL_end_kind="primary output"
export IMPL_grt_usage=0.0201
export IMPL_yosysWarnings=0
export IMPL_p_per_area_nw_per_um2=133
export IMPL_area_growth_pct=108
export IMPL_ys_seq_share=0
export IMPL_yosys_area_um2=183
export IMPL_die_area_um2=6400
export IMPL_grt_max_degree=5
export IMPL_antenna_cells=0
export IMPL_crit_fanout=4
export IMPL_synthCells=26
export IMPL_swShare=0.317
export IMPL_die_size_y_um=80
export IMPL_detail_route_antenna_nets=0
export IMPL_tool_warnings=32
export IMPL_top_level_ports=14
export IMPL_finalHoldViolations=0
export IMPL_worst_hold_slack_ns=2.75
export IMPL_postCtsSetupRepairBufs=0
export IMPL_p_leak_nw=0.126
export IMPL_wl_per_cell_um=7.77
[placed cells by master (no fill, tap or decap)]
| master | netlist | routed |
|---|---|---|
| clkdlybuf4s50_1 | 0 | 14 |
| xnor2_1 | 8 | 8 |
| inv_1 | 3 | 3 |
| a21oi_1 | 2 | 2 |
| nor2_1 | 2 | 2 |
| or2_2 | 2 | 2 |
| xor2_1 | 1 | 1 |
| nor4_1 | 1 | 1 |
| o21ai_1 | 1 | 1 |
| o211ai_1 | 1 | 1 |
| a22oi_1 | 1 | 1 |
| a222oi_1 | 1 | 1 |
| and2_1 | 1 | 1 |
| o31ai_1 | 1 | 1 |
| ha_1 | 1 | 1 |
[cell type report]
cell class / instances / area, µm²
repair buffers: 14 / 140
multi-input cells: 23 / 171
fillers: 408 / 3040
well taps: 46 / 57.6
inverters: 3 / 11.3
[cells by family after synthesis]
kind of cell | count (synthesis) | share of synthesized area
and+or+nand+nor | 6 | 0.178
adders and majority gates | 1 | 0.0685
xor gates and xnor gates | 9 | 0.432
AOI/OAI and AO/OA | 7 | 0.260
buffers and inverters | 3 | 0.0616
[worst paths after layout]
kind              depth (start not counted)   end  startpoint  slack [ns]
setup / recovery                          7  Cout        B[0]        0.52
hold / removal                            3  Cout           m        2.75
[worst max-delay path, stage by stage]
cell,delay [ns]
clkdlybuf4s50_1,0.53
ha_1,0.23
nor2_1,0.08
a222oi_1,0.36
o31ai_1,0.15
xnor2_1,0.15
clkdlybuf4s50_1,0.51
[power groups by stage]
stage / sequential [mW] / combinational, mW / clock (mW)
4_1_cts: 0 / 0.0522 / 0
5_1_grt: 0 / 0.0561 / 0
6_report: 0 / 0.0507 / 0
[metal layers]
| metal | part of all wire | GRT usage | routed length, µm |
|---|---|---|---|
| met3 | 0.11 | 0.00909 | 74 |
| met2 | 0.54 | 0.0385 | 363 |
| met1 | 0.34 | 0.0204 | 229 |
| met5 | 0 | 0 | 0 |
| met4 | 0 | 0 | 0 |
