===== ./config.mk =====
export PLATFORM = sky130hd
export DESIGN_NAME = negator_16_bit
export DESIGN_NICKNAME = negator_16_bit
export VERILOG_FILES = /design/flow/design.v
export SDC_FILE = /design/flow/constraint.sdc
export NUM_CORES = 4
export LEC_CHECK = 1
export CORE_AREA = 10 10 70 70
export DIE_AREA = 0 0 80 80

===== ./constraint.sdc =====
current_design negator_16_bit

set clk_period 1.0
set clk_io_pct 0.2

create_clock -name clk0 -period $clk_period

set non_clock_inputs [all_inputs -no_clocks]
set_input_delay [expr $clk_period * $clk_io_pct] -clock clk0 $non_clock_inputs
set_output_delay [expr $clk_period * $clk_io_pct] -clock clk0 [all_outputs]

===== ./design.v =====
module not_g (output B, input A);
    nor (B, A, A);
endmodule
module negator_16_bit (output [15:0]Y, input [15:0]X);
	 not_g N1 (Y[0], X[0]);
	 not_g N2 (Y[1], X[1]);
	 not_g N3 (Y[2], X[2]);
	 not_g N4 (Y[3], X[3]);
	 not_g N5 (Y[4], X[4]);
	 not_g N6 (Y[5], X[5]);
	 not_g N7 (Y[6], X[6]);
	 not_g N8 (Y[7], X[7]);
	 not_g N9 (Y[8], X[8]);
	 not_g N10 (Y[9], X[9]);
	 not_g N11 (Y[10], X[10]);
	 not_g N12 (Y[11], X[11]);
	 not_g N13 (Y[12], X[12]);
	 not_g N14 (Y[13], X[13]);
	 not_g N15 (Y[14], X[14]);
	 not_g N16 (Y[15], X[15]);
endmodule

===== ./run.sh =====
#!/bin/bash
# OpenROAD 26Q1-2900-gdf79404cd8, Yosys 0.63+post, stock flow scripts
make -C /OpenROAD-flow-scripts/flow DESIGN_CONFIG=/design/flow/config.mk WORK_HOME=/design/flow/orfs finish

==> ci_impl_report.md <==
### Metrics collected by this job

| Metric | Value |
|---|---|
| Rel. slew slack | 96.1% |
| Pwr dens | 217 mW/mm2 |
| Worst path slowest cell | clkdlybuf4s50_1 |
| FP Core Util | 5.27% |
| Vias | 182 |
| Core Box Area | 0.00342 mm2 |
| Required @ worst endpoint | 0.80 ns |
| Flip-flops | 0 |
| Worst VDD drop | 0.0444 mV |
| Hold Path Sink | Y[2] |
| Chip height | 80 um |
| Port Buffers | 32 |
| Critical path type | input port to primary output |
| DRC viols | 0 |
| # setup viols final | 0 |
| Buf+Inv Stages, Crit Path | 3 |
| Status | finished, final reports clean |
| Post-Syn Instances | 32 |
| Post-CTS setup buffer count | 0 |
| Total GRT Usage | 1.75% |
| Site Rows | 21 |
| HPWL Detailed | 599 um |
| Hold Startpoint | X[2] |
| Worst min path class | input port to primary output |
| Final period utilization | 97.8% |
| Most numerous logic cell after layout | dlygate4sd2_1 |
| Logic area | 0 um2 |
| Number of max-cap violations | 0 |
| N_diodes | 0 |
| Worst Path Max Fanout | 1 |
| Hold Path Cell Cnt | 3 |
| Seq share, synth | 0% |
| IO Count | 32 |
| Cell Area, Placed | 438 um2 |
| Post-Syn Area | 180 um2 |
| CTS Hold Bufs | 0 |
| Avg Cell Area, Syn | 5.63 um2 |
| Avg WL per Cell | 6.64 um |
| Hold Violations, Final | 0 |
| FMAX | 1020 MHz |
| First-pass GRT wire length | 959 um |
| Area growth, synth to finish | 119% |
| Final Power | 85.7 uW |
| Post-DRT Antenna Nets | 0 |
| Final Max Tran Viols | 0 |
| Iteration-0 DRC Markers | 0 |
| RSZ-0062 raised after global routing | no |
| Nature of the critical path endpoint | primary output |
| Initial antenna violation count | 0 |
| Global route overflow | 0 |
| DR vias/cell | 1.94 |
| Top cells excl fill/tap | 20 x dlygate4sd2_1, 16 x inv_1, 6 x buf_2 |
| Cts repair resizes | 38 |
| Post-layout min period | 0.978 ns |
| Worst setup SP type | input port |
| Comb gates | 0 |
| Layout cells sized above 1 | 12.5% |
| Post-synth top area share | 66.7% |
| Log Warnings | 32 |
| Gp weighted congestion | 0.670 |
| CP cell instances | clkdlybuf4s50_1 -> inv_1 -> buf_2 |
| CLK BUF | 0 |
| Crit path DAT | 0.78 ns |
| Yosys stat chip area | 180 um2 |
| Yosys warning tally | 0 |
| Die area | 0.00640 mm2 |
| Routed wire length | 624 um |
| Post-Layout Inst Area | 395 um2 |
| Register area | 0 um2 |
| Number of global-route vias before repair | 218 |
| Synth cell types | 2 |
| CP max stage delay | 0.45 ns |
| First-pass detailed-route iteration total | 1 |
| Family with the most delay on the worst path | buffers and inverters |
| Number of cells in Yosys stat | 32 |
| DIE WIDTH | 80 um |
| Synth area leader | buf_4 |
| Worst Max-Slew Pin Slew | 0.0591 ns |
| Pin count of the biggest net entering global routing | 2 |
| Top cells by area | buf_4 67%, inv_1 33% |
| Leakage | 0.000283 uW |
## layer usage
layer	up-vias	part of all wire, %	wire, um	global-route usage (%)
met1	72	28	175	1.52
met3	0	19	118	1.36
met5	-	0	0	0
met2	14	53	330	3.29
li1	96	-	-	-
met4	0	0	0	0
## report_power, final
group	internal [uW]	switching [uW]
combinational	67.4	18.4
clock	0	0
sequential	0	0
total	67.4	18.4
## Yosys cell counts (all sizes together)
| cell type | instances |
|---|---|
| buf | 16 |
| inv | 16 |
## metrics by stage
step	util [%]	setup slack [ns]	setup TNS [ns]	std cells	hold WS (ns)
2_1_floorplan	-	0.479	0	32	0.507
3_3_place_gp	12.8	-0.314	-4.86	94	1.28
3_5_place_dp	12.8	-0.322	-4.94	94	1.28
4_1_cts	11.2	0.00302	0	94	0.852
5_1_grt	11.6	0.0143	0	94	0.641
6_report	11.6	0.0218	0	94	0.614
## area by class of cell
class / count / area (um2)
timing repair buffer: 32 / 278
inverter: 16 / 60.1
fill: 410 / 3020
tap: 46 / 57.6
## worst max-delay path by stage
| stage | startpoint | to | slack, ns | depth (start not counted) |
|---|---|---|---|---|
| 4_1_cts | X[7] | Y[7] | 0.003 | 3 |
| 6_report | X[12] | Y[12] | 0.02 | 3 |
| 5_1_grt | X[12] | Y[12] | 0.01 | 3 |
## logic make-up (layout without fill, tap and decap cells)
logic type / count (synthesis) / after routing / synth area share [%]
buffers and inverters: 32 / 48 / 100
No activity file was given, so power comes from the tool's default toggle rates.
