==> flow/design.v <==
module mux_2_1 (output Y, input I0, I1, S);   
   wire a, b, c;
	not (a,S);
	and (b, I0, a);
	and (c, I1, S);
	or (Y, b, c);
endmodule
module full_adder (output S, Co, input A, B, Cin);    
  wire a,b,c,d;
  xor g1 (a, A, B);
  xor g2 (S, a, Cin);
  and g3 (b, A, B);
  and g4 (c, B, Cin);
  and g5 (d, Cin, A);
  or g6 (Co, b, c, d);
endmodule
module convert_4bit_8bit (output [7:0]Sum, input [3:0]A, input Cin);      
	 and (Sum[7], 1'b0, 1'b0);
	 or (Sum[6], 1'b0, 1'b0);
	 and (Sum[5], 1'b0, 1'b0);
	 or (Sum[4], Cin, 1'b0);
	 and (Sum[3], A[3], 1'b1);
	 and (Sum[2], A[2], 1'b1);
	 and (Sum[1], A[1], 1'b1);
	 and (Sum[0], A[0], 1'b1);
endmodule
module ripple_carry_4_bit (output [3:0]Sum, output Cout, input [3:0]A,B);     
   wire l, m, n, o;
	integer Cin=0;
	full_adder F1 (Sum[0], l, A[0], B[0], Cin);
	full_adder F2 (Sum[1], m, A[1], B[1], l);
	full_adder F3 (Sum[2], n, A[2], B[2], m);
	full_adder F4 (Sum[3], Cout, A[3], B[3], n);
endmodule
module a_bcd (output [7:0]Sum, input [3:0]A, input [3:0]B);
   wire [3:0]tempsum;
	wire [3:0]valid;
	wire [3:0]add;
	wire [7:0]tsum;
	wire Ctemp, Cout, C, x, y, z;
	wire p, q, r, l, m, n, S;
	ripple_carry_4_bit abcd (tempsum, Ctemp, A, B);
	and (x, tempsum[3], tempsum[2]);       
	and (y, tempsum[3], tempsum[1]);
	or (Cout, Ctemp, x, y);
	buf (valid[3], 1'b0);            
	buf (valid[2], Cout);                  
	buf (valid[1], Cout);                  
	buf (valid[0], 1'b0);
	ripple_carry_4_bit hello (add, C, valid, tempsum);       
	convert_4bit_8bit hii (tsum, add, Cout);                 
	and (p, A[3], A[2]);
	and (q, A[3], A[1]);
	or (r, p, q);
	and (l, B[3], B[2]);
	and (m, B[3], B[1]);
	or (n, l, m);
	or (S, r, n);     
	mux_2_1 pqrst (.Y(Sum[7]), .I0(1'b0), .I1(1'bx), .S(S));
	mux_2_1 pqrs (.Y(Sum[6]), .I0(1'b0), .I1(1'bx), .S(S));
	mux_2_1 pqr (.Y(Sum[5]), .I0(1'b0), .I1(1'bx), .S(S));
	mux_2_1 pq (.Y(Sum[4]), .I0(Cout), .I1(1'bx), .S(S));
	mux_2_1 lmnopq (.Y(Sum[3]), .I0(tsum[3]), .I1(1'bx), .S(S));
	mux_2_1 lmnop (.Y(Sum[2]), .I0(tsum[2]), .I1(1'bx), .S(S));
	mux_2_1 lmno (.Y(Sum[1]), .I0(tsum[1]), .I1(1'bx), .S(S));
	mux_2_1 lmn (.Y(Sum[0]), .I0(tsum[0]), .I1(1'bx), .S(S));
endmodule
==> flow/run.sh <==
#!/bin/bash
# OpenROAD 26Q1-2900-gdf79404cd8, Yosys 0.63+post, stock flow scripts
make -C /OpenROAD-flow-scripts/flow DESIGN_CONFIG=/design/flow/config.mk WORK_HOME=/design/flow/orfs finish
==> flow/config.mk <==
export PLATFORM = sky130hd
export DESIGN_NAME = a_bcd
export DESIGN_NICKNAME = a_bcd
export VERILOG_FILES = /design/flow/design.v
export SDC_FILE = /design/flow/constraint.sdc
export NUM_CORES = 4
export LEC_CHECK = 1
export CORE_AREA = 10 10 70 70
export DIE_AREA = 0 0 80 80
==> flow/constraint.sdc <==
current_design a_bcd

set clk_period 2.3
set clk_io_pct 0.2

create_clock -name clk0 -period $clk_period

set non_clock_inputs [all_inputs -no_clocks]
set_input_delay [expr $clk_period * $clk_io_pct] -clock clk0 $non_clock_inputs
set_output_delay [expr $clk_period * $clk_io_pct] -clock clk0 [all_outputs]
==> flow_metrics.py <==
# Metrics from the implementation run
metrics = {
    "final_layout": {
        "regArea_um2": 0,
        "drive_gt1_frac": 0.500,
        "flops": 0,
        "syn_to_final_growth_pct": 87.3,
        "clkbuf_count": 0,
        "n_fill_cell": 399,
        "finalNonFillerCells": 98,
    },
    "sta": {
        "slew_viol_final": 0,
        "fmax_ghz": 0.293,
        "rsz0062_at_grt": "true",
        "setup_slack_ns": -1.11,
        "final-hold-violation-count": 0,
        "post-route-min-period_ns": 3.41,
        "finalCritPeriodShare": 1.48,
        "setup_viol_count_final": 4,
    },
    "global_routing": {
        "antenna_found_initial": 0,
        "grt_util_all_layers": 0.0232,
        "grt_max_degree": 5,
        "grt_first_pass_wirelength_um": 1260,
        "grt_pass1_vias": 296,
        "grt_overflow_total": 0,
    },
    "worst_setup_path": {
        "crit_fanout": 3,
        "slowest_delay_ns": 0.43,
        "crit_buf_inv": 4,
        "critPathLaunchType": "input pin",
        "critPathTopFamily": "adder cells",
        "worstSetupPathDepth": 13,
        "path_class": "input pin to output pin",
        "end_kind": "output pin",
        "cp_cell_sequence": "buf_6 > ha_4 > inv_2 > fa_2 > fa_2 > inv_2 > fa_1 > a21o_4 > ha_4 > nor2b_4 > o31a_1 > nor3_2 > buf_2",
        "cp_data_required_time_ns": 1.84,
        "crit_path_top_delay_cell": "fa_1",
        "cp_data_arrival_time_ns": 2.95,
    },
    "logic_synthesis": {
        "area_leaders": "fa_1, buf_4, ha_1",
        "top_cell_area_share": 0.210,
        "synth.distinct_cells": 15,
        "yosys_cells": 38,
        "avgSynthCellArea_um2": 7.54,
        "yosysWarnings": 2,
        "synthesis.area_um2": 287,
        "ys_area_um2": 287,
        "syn_inst": 38,
        "synth_area_leader_cell": "fa_1",
        "synth_seq_share": 0,
    },
    "floorplanning": {
        "pin_count": 16,
        "fp.coreArea_mm2": 0.00342,
        "die_w_um": 80,
        "dieArea_mm2": 0.00640,
        "fp_util": 0.0839,
        "dieHeight_um": 80,
        "rows": 21,
    },
    "routing": {
        "vias": 264,
        "dr.pass1.iters": 2,
        "post_drt_via_cell_ratio": 2.69,
        "antennaDiodeCount": 0,
        "ant_nets": 0,
        "avgRoutedWirePerCell_um": 7.90,
        "drt_iter0_markers": 1,
        "drc": 0,
        "finalWirelength_um": 774,
    },
    "place": {
        "portBuffers": 13,
        "dp_slack_ns": -2.01,
        "gp_congestion": 0.775,
        "place_inst": 95,
        "hpwlAfterDp_um": 679,
    },
    "min_path": {
        "worstHoldPathType": "input pin to output pin",
        "worstHoldPathCells": 5,
    },
    "run_status": {
        "status": "finished, violations left",
        "violations": "negative setup slack",
    },
    "power_and_ir_drop": {
        "p_leak_nw": 0.233,
        "powerDensity_mw_per_mm2": 342,
        "vdd_drop_max_uv": 106,
        "finalPower_w": 0.000184,
    },
    "flow_run": {
        "maxCapViolCount": 0,
        "warnings": 36,
    },
    "clocking": {
        "hold_buffers": 0,
    },
}
-- worst min-delay path, delay by kind of cell --
family	cells	cell delay (ns)
AND-OR/OR-AND	1	0.10
buffers and inverters	2	0.29
AND/OR/NAND/NOR	2	0.18
-- per-layer routing --
metal / vias up / GRT usage / part of all wire
met5: - / 0 / 0
met3: 0 / 0.0148 / 0.14
met4: 0 / 0 / 0
li1: 138 / - / -
met2: 12 / 0.0321 / 0.36
met1: 114 / 0.0313 / 0.50
-- final cells by class --
class | count | area [µm²] | area share
Inverter | 8 | 30.0 | 0.0559
Multi-Input combinational cell | 24 | 278 | 0.517
Timing Repair Buffer | 20 | 171 | 0.319
Tap cell | 46 | 57.6 | 0.107
-- cells in the mapped netlist --
cell type and count:
ha_1 4, xnor2_1 1, inv_1 8, o31a_1 1, o21ai_1 2, nor3_1 1, nor2_1 1, and3_1 2
nor2b_1 2, a21o_1 1, conb_1 1, nand2_1 2, nor4_1 1, buf_4 8, fa_1 3
-- through the flow --
step	instance area (µm²)	utilization	hold slack [ns]	TNS, ns
after floorplan	314	-	1.20	-2.72
after global placement	472	0.138	2.05	-6.53
after detailed placement	472	0.138	2.07	-6.72
after CTS	494	0.145	1.52	-3.52
after global routing	537	0.157	1.55	-4.04
final	537	0.157	1.49	-3.67
-- kinds of logic after synthesis --
group,synth area share
AND-OR/OR-AND,0.0917
other,0.0131
adder cells (fa/ha/maj),0.384
buffers and inverters,0.314
AND/OR/NAND/NOR,0.166
XOR/XNOR,0.0306
-- power breakdown --
part	switching (W)	internal, W
combinational	0.0000723	0.000111
clock	0	0
sequential	0	0
total	0.0000723	0.000111
-- worst paths after layout --
| kind | end | startpoint | slack (ns) |
|---|---|---|---|
| setup / recovery | Sum[3] | A[0] | -1.11 |
| hold / removal | Sum[4] | A[1] | 1.49 |
-- cells in the final DEF (no fill, tap or decap), drive strengths merged, types with 2 or more instances in the layout --
| cell type | count |
|---|---|
| and3 | 2 |
| clkdlybuf4s15 | 2 |
| conb | 3 |
| ha | 4 |
| nand2 | 2 |
| fa | 3 |
| clkdlybuf4s50 | 5 |
| inv | 8 |
| o21ai | 2 |
| buf | 13 |
| nor2b | 2 |
-- what timing repair did --
item | in CTS | in global routing
pin swaps | 9 | 1
endpoints found under the setup margin | 4 | 5
resized | 32 | 4
buffers inserted | 1 | 2
Power is estimated from default activity; no workload was simulated.
